### flow/run.sh
#!/bin/bash
# OpenROAD 26Q1-2900-gdf79404cd8, Yosys 0.63+post, stock flow scripts
make -C /OpenROAD-flow-scripts/flow DESIGN_CONFIG=/design/flow/config.mk WORK_HOME=/design/flow/orfs finish
### flow/config.mk
export PLATFORM = sky130hd
export DESIGN_NAME = regfile
export DESIGN_NICKNAME = regfile
export VERILOG_FILES = /design/flow/design.v
export SDC_FILE = /design/flow/constraint.sdc
export NUM_CORES = 4
export LEC_CHECK = 1
export CORE_UTILIZATION = 30
### flow/constraint.sdc
current_design regfile

set clk_period 9.9
set clk_io_pct 0.2

create_clock -name clk0 -period $clk_period [get_ports {clk}]

set non_clock_inputs [all_inputs -no_clocks]
set_input_delay [expr $clk_period * $clk_io_pct] -clock clk0 $non_clock_inputs
set_output_delay [expr $clk_period * $clk_io_pct] -clock clk0 [all_outputs]
### flow/design.v
module mips(input          clk, reset,
            output  [31:0] pc,
            input   [31:0] instr,
            output         memwrite,
            output  [31:0] aluout, writedata,
            input   [31:0] readdata);
  wire        memtoreg, branch,
               pcsrc, zero,
               alusrc, regdst, regwrite, jump;
  wire [2:0]  alucontrol;
  controller c(instr[31:26], instr[5:0], zero,
               memtoreg, memwrite, pcsrc,
               alusrc, regdst, regwrite, jump,
               alucontrol);
  datapath dp(clk, reset, memtoreg, pcsrc,
              alusrc, regdst, regwrite, jump,
              alucontrol,
              zero, pc, instr,
              aluout, writedata, readdata);
endmodule
module controller(input   [5:0] op, funct,
                  input         zero,
                  output        memtoreg, memwrite,
                  output        pcsrc, alusrc,
                  output        regdst, regwrite,
                  output        jump,
                  output  [2:0] alucontrol);
wire [1:0] aluop;
wire branch;
wire bne;
maindec md(op, memtoreg, memwrite, branch,
alusrc, regdst, regwrite, jump, aluop);
aludec ad(funct, aluop, alucontrol);
mux2 #(1) bnemux(zero, ~zero, op[0], bne);
assign pcsrc = branch & bne;
endmodule
module datapath(input          clk, reset,
                input          memtoreg, pcsrc,
                input          alusrc, regdst,
                input          regwrite, jump,
                input   [2:0]  alucontrol,
                output         zero,
                output  [31:0] pc,
                input   [31:0] instr,
                output  [31:0] aluout, writedata,
                input   [31:0] readdata);
wire [4:0] writereg;
wire [31:0] pcnext, pcnextbr, pcplus4, pcbranch;
wire [31:0] signimm, signimmsh;
wire [31:0] srca, srcb, oriext;
wire [31:0] result;
flopr #(32) pcreg(clk, reset, pcnext, pc);
adder pcadd1(pc, 32'b100, pcplus4);
sl2 immsh(signimm, signimmsh);
adder pcadd2(pcplus4, signimmsh, pcbranch);
mux2 #(32) pcbrmux(pcplus4, pcbranch, pcsrc, pcnextbr);
mux2 #(32) pcmux(pcnextbr, {pcplus4[31:28],
instr[25:0], 2'b00}, jump, pcnext);
regfile rf(clk, regwrite, instr[25:21], instr[20:16],
writereg, result, srca, writedata);
mux2 #(5) wrmux(instr[20:16], instr[15:11],
regdst, writereg);
mux2 #(32) resmux(aluout, readdata, memtoreg, result);
signext se(instr[15:0], signimm);
mux2 #(32) srcbmux(writedata, signimm, alusrc, srcb);
zeroextend oriextend(instr[15:0], alucontrol, srcb, oriext);
alu alu(srca, oriext, alucontrol, aluout, zero);              
endmodule
module regfile(input  clk,
input  we3,
input  [4:0] ra1, ra2, wa3,
input  [31:0] wd3,
output  [31:0] rd1, rd2);
reg [31:0] rf[31:0];
always @(posedge clk)
if (we3) rf[wa3] <= wd3;
assign rd1 = (ra1 != 0) ? rf[ra1] : 0;
assign rd2 = (ra2 != 0) ? rf[ra2] : 0;
endmodule
module maindec(input  [5:0] op,
output  memtoreg, memwrite,
output  branch, alusrc,
output  regdst, regwrite,
output  jump,
output  [1:0] aluop);
reg [8:0] controls;
assign {regwrite, regdst, alusrc, branch, memwrite,
memtoreg, jump, aluop} = controls;
always @*
case(op)
6'b000000: controls <= 9'b110000010;  
6'b100011: controls <= 9'b101001000;  
6'b101011: controls <= 9'b001010000;  
6'b000100: controls <= 9'b000100001;  
6'b001000: controls <= 9'b101000000;  
6'b000010: controls <= 9'b000000100;  
6'b001101: controls <= 9'b101000011;  
6'b000101: controls <= 9'b000100001;  
default: controls <= 9'bxxxxxxxxx;  
endcase
endmodule
module aludec(input  [5:0] funct,
input  [1:0] aluop,
output reg [2:0] alucontrol);
always @*
case(aluop)
2'b00: alucontrol <= 3'b010;  
2'b01: alucontrol <= 3'b110;  
2'b11: alucontrol <= 3'b001;  
default: case(funct)  
6'b100000: alucontrol <= 3'b010;  
6'b100010: alucontrol <= 3'b110;  
6'b100100: alucontrol <= 3'b000;  
6'b100101: alucontrol <= 3'b001;  
6'b101010: alucontrol <= 3'b111;  
default: alucontrol <= 3'bxxx;  
endcase
endcase
endmodule
module adder(input  [31:0] a, b,
output  [31:0] y);
assign y = a + b;
endmodule
module sl2(input  [31:0] a,
output  [31:0] y);
assign y = {a[29:0], 2'b00};
endmodule
module signext(input  [15:0] a,
output  [31:0] y);
assign y = {{16{a[15]}}, a};
endmodule
module flopr #(parameter WIDTH = 8)
(input  clk, reset,
input  [WIDTH-1:0] d,
output reg [WIDTH-1:0] q);
always @(posedge clk, posedge reset)
if (reset) q <= 0;
else q <= d;
endmodule
module mux2 #(parameter WIDTH = 8)
(input  [WIDTH-1:0] d0, d1,
input  s,
output  [WIDTH-1:0] y);
assign y = s ? d1 : d0;
endmodule
module zeroextend(input [15:0]a,
                input [2:0]alucontrol,
                input [31:0]srcb,
                output [31:0]b);
    assign b = (alucontrol == 3'b001) ? {{16{1'b0}}, a} : {srcb};
endmodule
==> flow_summary.html <==
<!-- implementation run metrics -->
<table>
<tr><th>Metric</th><th>Value</th></tr>
<tr><th colspan="2">Cells and area</th></tr>
<tr><td>Max FFs per register</td><td>1,024</td></tr>
<tr><td>Leading cell types in the layout, fill and taps excluded</td><td>sky130_fd_sc_hd__edfxtp_1, sky130_fd_sc_hd__mux4_2, sky130_fd_sc_hd__mux2i_1</td></tr>
<tr><td>Top Registers</td><td>rf: 1024 flops</td></tr>
<tr><td>Register cell area after layout</td><td>30,700 um^2</td></tr>
<tr><td>Signed area change from the synthesized netlist to the final layout</td><td>15.6%</td></tr>
<tr><td>Leading cell type in the layout, fill and taps excluded</td><td>sky130_fd_sc_hd__edfxtp_1</td></tr>
<tr><td>Total area of multi-input combinational cells</td><td>15,500 um^2</td></tr>
<tr><td>Layout cell share with drive strength beyond 1</td><td>0.293</td></tr>
<tr><td>Biggest register</td><td>rf</td></tr>
<tr><td>Final cell count without fillers</td><td>4,689</td></tr>
<tr><td>Filler cells</td><td>14.1k</td></tr>
<tr><th colspan="2">Critical path</th></tr>
<tr><td>Critical path's most frequent cell</td><td>sky130_fd_sc_hd__buf_4</td></tr>
<tr><td>CP endpoint kind</td><td>primary output</td></tr>
<tr><td>Largest stage delay on the critical path</td><td>1100 ps</td></tr>
<tr><td>Logic depth of the worst path, buffers included</td><td>9</td></tr>
<tr><td>Critical Path Start Type</td><td>input port</td></tr>
<tr><td>Slowest cell on the critical path</td><td>sky130_fd_sc_hd__nor3_1</td></tr>
<tr><td>Worst setup path startpoint</td><td>ra2[1]</td></tr>
<tr><td>CP Capture Point</td><td>rd2[7]</td></tr>
<tr><td>Critical path arrival</td><td>6350 ps</td></tr>
<tr><td>Sum of buffers and inverters on the critical path</td><td>6</td></tr>
<tr><td>Required time worst endpoint</td><td>7920 ps</td></tr>
<tr><td>CP top delay family</td><td>buffers and inverters</td></tr>
<tr><td>Highest net fanout along the worst path</td><td>32</td></tr>
<tr><td>Type of the worst setup path</td><td>input port to primary output</td></tr>
<tr><td>Cell-by-cell trace of the critical path</td><td>buf_4 -&gt; buf_4 -&gt; or3_2 -&gt; buf_4 -&gt; nor3_4 -&gt; buf_4 -&gt; nor3_1 -&gt; buf_4 -&gt; clkdlybuf4s50_1</td></tr>
<tr><th colspan="2">Status</th></tr>
<tr><td>Run status</td><td>finished, final reports clean</td></tr>
<tr><th colspan="2">Final timing</th></tr>
<tr><td>Number of pins exceeding their max-slew limit in the final report</td><td>0</td></tr>
<tr><td>Setup violations, final</td><td>0</td></tr>
<tr><td>Hold Worst Slack</td><td>approximately 2100 ps</td></tr>
<tr><td>Setup repair after global routing missed its margin</td><td>no</td></tr>
<tr><td>Shortest period the worst path allows</td><td>8330 ps</td></tr>
<tr><td>Maximum frequency from static timing analysis</td><td>120 MHz</td></tr>
<tr><td>Pin slew with the least headroom to its limit</td><td>1290 ps</td></tr>
<tr><td>Post-layout period usage</td><td>0.841</td></tr>
<tr><td>Accumulated negative setup slack</td><td>0 ps</td></tr>
<tr><td>Final hold violation count</td><td>0</td></tr>
<tr><td>Relative max-transition margin</td><td>0.136</td></tr>
<tr><th colspan="2">Global routing</th></tr>
<tr><td>Leftover overflow at the end of global routing</td><td>0</td></tr>
<tr><td>Initial antenna violation count</td><td>11</td></tr>
<tr><td>Pin count of the biggest net entering global routing</td><td>87</td></tr>
<tr><td>Via count of the first global-routing pass</td><td>29.5k</td></tr>
<tr><td>First-pass GRT wire length</td><td>208,000 um</td></tr>
<tr><td>Overall global routing resource usage</td><td>0.198</td></tr>
<tr><th colspan="2">Floorplanning</th></tr>
<tr><td>Number of primary I/O pins</td><td>113</td></tr>
<tr><td>Die height</td><td>398 um</td></tr>
<tr><td>Core utilization before placement</td><td>0.303</td></tr>
<tr><td>Overall chip area</td><td>158,000 um^2</td></tr>
<tr><td>Row cnt</td><td>144</td></tr>
<tr><td>Area of the placeable core</td><td>155,000 um^2</td></tr>
<tr><td>Overall die width</td><td>398 um</td></tr>
<tr><th colspan="2">Clocking</th></tr>
<tr><td>Clock-pin slew on the worst setup and hold paths</td><td>60 ps</td></tr>
<tr><td>Resize count post-CTS</td><td>0</td></tr>
<tr><td>TritonCTS clock tree</td><td>built</td></tr>
<tr><td>Max clock buf depth</td><td>3</td></tr>
<tr><td>Hold bufs inserted after CTS</td><td>0</td></tr>
<tr><td>H-tree depth reported by CTS</td><td>3</td></tr>
<tr><td>Clk Tree Root Cell</td><td>sky130_fd_sc_hd__clkbuf_16</td></tr>
<tr><td>Number of setup buffers added after CTS</td><td>0</td></tr>
<tr><td>Clock tree sinks</td><td>1,024</td></tr>
<tr><td>CTS buffer count</td><td>approximately 100</td></tr>
<tr><th colspan="2">Power and ir drop</th></tr>
<tr><td>Peak supply drop</td><td>0.000151 V</td></tr>
<tr><td>Pwr per Cell Area</td><td>roughly 170 nW/um^2</td></tr>
<tr><td>Leak pwr</td><td>about 17 nW</td></tr>
<tr><th colspan="2">Routing</th></tr>
<tr><td>Via density</td><td>5.61</td></tr>
<tr><td>Number of search-and-repair iterations in the first detailed-routing pass</td><td>7</td></tr>
<tr><td>Routed WL per cell</td><td>31.2 um</td></tr>
<tr><td>Residual DRC</td><td>0</td></tr>
<tr><td>Initial DRC count</td><td>1,658</td></tr>
<tr><td>Remaining antenna violation count</td><td>0</td></tr>
<tr><td>Routed vias</td><td>approximately 26k</td></tr>
<tr><td>Routed Wire Length</td><td>146,000 um</td></tr>
<tr><th colspan="2">Placed design</th></tr>
<tr><td>Sum of net half-perimeters after detailed placement</td><td>approximately 90,000 um</td></tr>
<tr><td>Port Buffer Count</td><td>112</td></tr>
<tr><td>Placer's final routability congestion estimate</td><td>~0.9</td></tr>
<tr><td>Post-placement cell count</td><td>4,504</td></tr>
<tr><th colspan="2">Synthesis</th></tr>
<tr><td>Portion of the post-synthesis area used by sequential elements</td><td>0.655</td></tr>
<tr><td>Cell count after synthesis</td><td>2,400</td></tr>
<tr><td>Dominant register cell in the synthesized netlist</td><td>sky130_fd_sc_hd__edfxtp_1</td></tr>
<tr><td>Post-synthesis async set-or-reset flop share</td><td>0</td></tr>
<tr><td>Post-Synthesis Mean Instance Area</td><td>19.6 um^2</td></tr>
<tr><td>Total number of yosys warnings</td><td>1</td></tr>
<tr><td>Number of synthesized flops with an enable pin</td><td>1,024</td></tr>
<tr><td>Number of cells in the yosys synthesis report</td><td>between 2k and 2.5k</td></tr>
<tr><td>Number of distinct standard cells referenced by the synthesized netlist</td><td>40</td></tr>
<tr><td>Summed instance area of the synthesized netlist</td><td>47,000 um^2</td></tr>
<tr><td>Total cell area reported by yosys after synthesis</td><td>between 40,000 and 50,000 um^2</td></tr>
<tr><td>Flops &amp; latches, synth</td><td>1,024</td></tr>
<tr><th colspan="2">Job</th></tr>
<tr><td># Max-Cap Violations</td><td>0</td></tr>
<tr><td>OpenROAD warnings</td><td>26</td></tr>
<tr><th colspan="2">Min path</th></tr>
<tr><td>Hold/Removal Path Class</td><td>input port to flop</td></tr>
</table>
==> cell usage after synthesis, types with 19 or more instances <==
cell | count | share of area
sky130_fd_sc_hd__o22ai_1 | 55 | 0.0073
sky130_fd_sc_hd__clkbuf_1 | 104 | 0.0083
sky130_fd_sc_hd__nand2_1 | 65 | 0.0052
sky130_fd_sc_hd__edfxtp_1 | 1024 | 0.65
sky130_fd_sc_hd__a221oi_1 | 23 | 0.0043
sky130_fd_sc_hd__buf_4 | 20 | 0.0032
sky130_fd_sc_hd__a21oi_1 | 46 | 0.0049
sky130_fd_sc_hd__a211oi_1 | 47 | 0.0075
sky130_fd_sc_hd__nor3_1 | 32 | 0.0034
sky130_fd_sc_hd__a2111oi_0 | 31 | 0.0058
sky130_fd_sc_hd__inv_1 | 25 | 0.0020
sky130_fd_sc_hd__mux4_2 | 425 | 0.20
sky130_fd_sc_hd__o221ai_1 | 31 | 0.0058
sky130_fd_sc_hd__a22o_1 | 62 | 0.012
sky130_fd_sc_hd__nor2_1 | 35 | 0.0028
sky130_fd_sc_hd__a211o_1 | 23 | 0.0043
sky130_fd_sc_hd__mux2i_1 | 183 | 0.039
sky130_fd_sc_hd__buf_2 | 58 | 0.0062
sky130_fd_sc_hd__mux2_1 | 19 | 0.0046
==> routing by layer <==
metal | part of all wire | wire (um) | global-route usage
met1 | 0.31 | 45900 | 0.212
met2 | 0.46 | 66700 | 0.289
met3 | 0.20 | 28800 | 0.177
met4 | 0.029 | 4190 | 0.0459
met5 | 0.0041 | 603 | 0.0230
==> where the power goes <==
part | switching [mW] | leakage, nW | internal (mW)
Clock | 1.61 | 1.50 | 2.03
Combinational | 0.506 | 6.34 | 0.378
Sequential | 0.0203 | 9.22 | 4.82
Total | 2.13 | 17.1 | 7.23
==> worst min-delay path by stage <==
stage	start	endpoint	slack, ps	cells past startpoint
4_1_cts	wd3[2]	rf[1][2]$_DFFE_PP_	2080	2
6_report	wd3[2]	rf[1][2]$_DFFE_PP_	2110	2
5_1_grt	wd3[2]	rf[1][2]$_DFFE_PP_	2130	2
==> per-stage QoR <==
| stage | total power [mW] | worst slack [ps] | cell area [um^2] | utilization |
|---|---|---|---|---|
| after floorplan | 5.39 | 4370 | 47000 | - |
| after CTS | 9.42 | 1720 | 54300 | 0.351 |
| after global placement | 5.82 | 1460 | 51200 | 0.331 |
| final | 9.37 | 1570 | 54300 | 0.351 |
| after detailed placement | 5.82 | 1700 | 51200 | 0.331 |
| after global routing | 9.64 | 1430 | 54300 | 0.351 |
==> kinds of logic (layout without fill, tap and decap cells) <==
| group | count (synthesis) | after routing | share of synthesized area |
|---|---|---|---|
| DFF | 1024 | 1024 | 0.655 |
| muxes | 632 | 632 | 0.249 |
| AOI/OAI and AO/OA | 331 | 331 | 0.0541 |
| buffers and inverters | 226 | 468 | 0.0231 |
| and+or+nand+nor | 187 | 187 | 0.0194 |
| other | 0 | 3 | 0 |
==> cell type report <==
cell class / count / share of cell area
clock inverter: 56 / 0.00710
inverter: 25 / 0.00182
clock buffer: 126 / 0.0499
timing repair buffer: 261 / 0.0424
sequential: 1024 / 0.566
tap: 2044 / 0.0471
antenna: 3 / 0.000138
multi-input combinational: 1150 / 0.285
No activity file was given, so power comes from the tool's default toggle rates.
