<file path="design.v">
module dmem(input          clk, we,
            input   [31:0] a, wd,
            output  [31:0] rd);
reg [31:0] RAM[63:0];
assign rd = RAM[a[31:2]];  
always @(posedge clk)
if (we) RAM[a[31:2]] <= wd;
endmodule
module imem(input   [5:0]  a,
            output  [31:0] rd);
  reg [31:0] RAM[63:0];
  initial
    begin
      $readmemh("memfile2.dat",RAM);  
    end
  assign rd = RAM[a];  
endmodule
</file>
<file path="memfile2.dat">
34088000
20098000
350A8001
11090005
0128582A
15600001
08000009
01485022
350800FF
016A5820
01484022
AD680052
</file>
<file path="run.sh">
#!/bin/bash
# OpenROAD 26Q1-2900-gdf79404cd8, Yosys 0.63+post, stock flow scripts
make -C /OpenROAD-flow-scripts/flow DESIGN_CONFIG=/design/flow/config.mk WORK_HOME=/design/flow/orfs finish
</file>
<file path="config.mk">
export PLATFORM = sky130hd
export DESIGN_NAME = dmem
export DESIGN_NICKNAME = dmem
export VERILOG_FILES = /design/flow/design.v
export SDC_FILE = /design/flow/constraint.sdc
export NUM_CORES = 4
export LEC_CHECK = 1
export CORE_UTILIZATION = 40
</file>
<file path="constraint.sdc">
current_design dmem

set clk_period 32.2
set clk_io_pct 0.2

create_clock -name clk0 -period $clk_period [get_ports {clk}]

set non_clock_inputs [all_inputs -no_clocks]
set_input_delay [expr $clk_period * $clk_io_pct] -clock clk0 $non_clock_inputs
set_output_delay [expr $clk_period * $clk_io_pct] -clock clk0 [all_outputs]
</file>
==> impl_metrics.yaml <==
# flow metrics
run_status:
  status: "finished clean"
timing:
  finalSetupViolations: 0
  rsz0062_at_grt: "no"
  fin_hold_ws_ns: 6.28
  fmax_mhz: 55.3
  hold_viol_final: 0
  period_needed_ns: 18.09
  setup_tns_ns: 0
  setup_ws_ns: 14.11
  slew_violations: 0
  slew_headroom_pct: 41.3
  finalClockPeriodUsage_pct: 56.2
  max_slew.worst_pin.slew_ns: 0.879
drt:
  wl_met2_um: 97200
  wl_um: 207000
  num_vias: 41400
  ant_nets: 0
  wl_per_cell_um: 29.2
  topRoutingLayerUsed: "met5"
  initialDrtViolationCount: 2814
  met3WireLength_um: 32400
  m1WireLength_um: 69400
  viasPerCell: 5.86
  drc: 0
  first_pass_iters: 9
clock_network:
  root_buffer: "clkbuf_16"
  htree_levels: 4
  clk_pin_slew_ns: 0.06
  cts_resized: 0
  hold_buffers: 0
  cts.sinks: 2048
  post_cts.repair.setup_buffers: 0
  clockBufferDepth: 3
  numCtsBuffers: 198
  cts_tree: "built"
die:
  floorplan.core_util_pct: 40.2
  chip_area_sq_um: 197000
  io_pins: 98
  core_sq_um: 195000
  die_w_um: 444
  row_count: 162
  die_h_um: 444
global_route:
  track_usage_pct: 22.9
  antenna_found_initial: 4
  grt_overflow: 0
  grt_pass1_wl_um: 298000
  grt_pass1_vias: 43500
  grt_start_max_net_pins: 84
synthesis:
  edf_count: 2048
  ys_cells: 4207
  yosys_area_sq_um: 78300
  numSynthFlops: 2048
  postSynthCellCount: 4207
  topCellsByArea: "edfxtp_1 79%, mux2i_1 3.3%, mux4_2 2.8%, mux2_2 2.1%, a221oi_1 2.0%"
  yosysTopAreaCellShare_pct: 78.6
  yosys_warnings: 1
  avgSynthCellArea_sq_um: 18.6
  synth.distinct_cells: 55
  async_reset_ff_share_pct: 0
  synth.largest_area_cell: "edfxtp_1"
  ys_seq_share_pct: 78.6
  yosys_most_used_dff: "edfxtp_1"
  netlist_area_sq_um: 78300
pwr:
  p_leak_nw: 28.2
  vdd_ir_drop_max_v: 0.0000564
  cellPowerDensity_nw_per_um2: 61.0
layout:
  mostFrequentLayoutCell: "edfxtp_1"
  n_fill_cell: 16100
  largest_reg_flops: 2048
  drive_gt1_share_pct: 17.9
  areaGrowthSynthToFinish_pct: 13.5
  finalNonFillerCells: 7073
  layout_top_cells: "2,048 x edfxtp_1, 259 x mux2i_1, 202 x clkbuf_16"
  post-route-cell-area_sq_um: 88800
critical_path:
  cp-end-kind: "output pin"
  crit_slowest_cell: "a2111oi_2"
  cp_data_arrival_time_ns: 11.65
  critical_path_peak_fanout: 59
  crit_start: "a[4]"
  cp_common_cell: "buf_4"
  critPathRequiredTime_ns: 25.76
  cpPeakStageDelay_ns: 0.81
  path_class: "in2out"
  crit_chain: "buf_8 > buf_4 > buf_4 > buf_4 > nor2_4 > buf_4 > a221oi_1 > a211oi_1 > a2111oi_2 > nand3_1 > clkdlybuf4s50_1"
  crit_path_end: "rd[28]"
  startpoint_type: "input port"
placed_design:
  pre_cts_slack_ns: 13.99
  dp_hpwl_um: 114000
  placedCellCount: 6713
  port_buffers: 71
  place_congestion: 0.873
  dpl-instance-area_sq_um: 82800
hold_path:
  hold_class: "in2reg"
  holdPathStages: 2
job:
  max-cap-violations: 0
  warning_count: 52
==> final cells by class <==
cell class	instances	area, sq um	area share, %
clock buffers	265	5290	5.96
inverters	2	15.0	0.0169
multi-input cells	1859	16100	18.1
well taps	2542	3180	3.58
diodes	2	5.00	0.00563
clock inverters	93	708	0.797
repair buffers	262	2040	2.29
flip-flops and latches	2048	61500	69.2
==> report_power, final <==
part / internal [mW] / switching [mW] / total, mW
Sequential: 2.95 / 0.00357 / 2.96
Combinational: 0.0939 / 0.196 / 0.290
Clock: 1.22 / 0.951 / 2.17
==> worst max-delay path, delay by kind of cell <==
kind                   cells  cell delay, ns
buffers and inverters      6            2.92
and+or+nand+nor            2            0.67
AOI/OAI and AO/OA          3            1.42
==> through the flow <==
| step | util [%] | total power, mW |
|---|---|---|
| 3_3_place_gp | 42.6 | 3.30 |
| 2_1_floorplan | - | 3.15 |
| 3_5_place_dp | 42.6 | 3.31 |
| 5_1_grt | 45.6 | 5.57 |
| 6_report | 45.6 | 5.42 |
| 4_1_cts | 45.6 | 5.46 |
==> cells in the mapped netlist, types with 15 or more instances <==
cell,number
edfxtp_1,2048
mux2i_1,259
a22oi_1,188
a221oi_1,175
clkbuf_1,168
mux2_2,147
nor2_1,145
a21oi_1,121
mux4_2,96
o22ai_1,93
and3_1,85
o21ai_0,84
buf_2,83
o22a_1,70
a22o_1,66
nand3_1,54
a31oi_1,43
buf_1,33
nand2_1,28
nor3_1,22
nand2b_1,18
a211oi_1,17
a222oi_1,16
a2111oi_0,15
a221o_1,15
o2bb2ai_1,15
or4_1,15
==> per-layer routing <==
layer / up-vias / track usage (%)
met1: 20700 / 28.1
met4: 8 / 6.17
li1: 17900 / -
met5: - / 0.977
met3: 372 / 16.0
met2: 2465 / 33.8
==> kinds of logic after synthesis <==
group	share of synthesized area, %
buffers and inverters	1.70
and+or+nand+nor	2.83
AOI/OAI and AO/OA	8.73
muxes	8.19
DFF	78.6
==> worst min-delay path by stage <==
stage       from           to  slack (ns)
4_1_cts   wd[28]  RAM[27][28]        6.24
5_1_grt   wd[28]  RAM[29][28]        6.27
6_report   wd[2]    RAM[7][2]        6.28
Power and IR drop assume default switching activity.
